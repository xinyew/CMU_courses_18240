**flow/config.mk**
```make
export PLATFORM = sky130hd
export DESIGN_NAME = hw5prob3
export DESIGN_NICKNAME = hw5prob3
export VERILOG_FILES = /design/flow/design.v
export SDC_FILE = /design/flow/constraint.sdc
export NUM_CORES = 4
export LEC_CHECK = 1
export CORE_AREA = 10 10 70 70
export DIE_AREA = 0 0 80 80
```
**flow/constraint.sdc**
```tcl
current_design hw5prob3

set clk_period 1.0
set clk_io_pct 0.2

create_clock -name clk0 -period $clk_period [get_ports {clock}]

set non_clock_inputs [all_inputs -no_clocks]
set_input_delay [expr $clk_period * $clk_io_pct] -clock clk0 $non_clock_inputs
set_output_delay [expr $clk_period * $clk_io_pct] -clock clk0 [all_outputs]
```
**flow/design.v**
```verilog
`default_nettype none
module hw5prob3
  (input  logic gym, trainer,
   input  logic clock, reset,
   output logic got_em_all);
  enum {Grotle, Ekans, Snivy} state, nextState;
  always_ff @(posedge clock, posedge reset)
    if (reset)
      state <= Grotle;
    else
      state <= nextState;
  always_comb 
    case (state)
      Ekans: nextState = Snivy;
      Snivy: nextState = (gym == 1'b0) ? Grotle : Snivy;
      default: nextState = (gym == trainer) ? Snivy : Ekans;
    endcase
  always_comb 
    case (state)
      Ekans: got_em_all = 1'b0;
      Snivy: got_em_all = ~gym;
      default: got_em_all = trainer;
    endcase
endmodule : hw5prob3
```
**flow/run.sh**
```bash
#!/bin/bash
# OpenROAD 26Q1-2900-gdf79404cd8, Yosys 0.63+post, stock flow scripts
make -C /OpenROAD-flow-scripts/flow DESIGN_CONFIG=/design/flow/config.mk WORK_HOME=/design/flow/orfs finish
```
==> summary.txt <==
run metrics: outcome=finished with violations, failing checks=setup timing, largest registers=state: 3 flops, CTS Buf Count=3, Highest Clock Rate=0.812 GHz, Latency at later pin=230 ps, OpenROAD warning count=27, clock-pin slew on the worst setup and hold paths=40 ps, worst hold slack=150 ps, Crit Path Max Fanout=3, RR Endpoint=state[1]$_DFF_PP0_, Synth async-reset ratio=1.00, Post-Route WL=412 µm, most flop-heavy register=state, crit path launch=state[1]$_DFF_PP0_, post-synth top area cell=dfrtp_1, RR Startpoint=state[1]$_DFF_PP0_, CORE AREA=0.00342 mm², count of library flops with an enable pin=0, Tot Pwr=0.360 mW, Synth top area share=0.364, Placed Area=258 µm², # setup viols final=2, gr ovfl total=0, Chip Height=80 µm, count leader, synth=dfrtp_1, comb area leader=AND-OR/OR-AND gates, Buffers on Ports=4, combinational power share=0.081, internal cell power=0.289 mW, CTS H-Tree Depth=1, crit path capture=got_em_all, Layout area overhead=125%, Synth mux share=0, Ys Warns=1, Post-CTS Hold Fix Bufs=0, Gate Count Post-Synth=12, Chip Area, Yosys=138 µm², final core occ=0.0905, Slew @ Worst Pin=175 ps, DP Cell Count=65, ys cells=12, Pleak=0.148 nW, # DRC=0, Hold Violations, Final=0, Adder Share, Synth=0, Slew Viols, Final=0, Bufs on Longest Clock Path=2, CP required=800 ps, setup ws final=-231 ps, Pre-Place Util=0.0403, CTS sink cnt=3, design area=309 µm², total track usage=0.0158, Vias/cell=1.85, first-pass GRT wire length=731 µm, CP startpoint kind=flop, final cell count without fillers=73, R2R depth=3, max reg flops=3, RSZ-0062 raised after global routing=true, via count=135, worst slack at placement=-583 ps, Net Switching=0.0715 mW, area fraction in compound gates=0.182, Max-cap violations=0, vias in the first global route=159, data arrival time of the critical path=1030 ps, Avg Cell Area, Syn=11.5 µm², # IOs=5, CTS tree=built, die outline width=80 µm, Seq pwr share=0.339, Reg2Reg Setup Slack=-20 ps, minimum clock period=1230 ps, Sw Ratio=0.199, Synth Area in XOR/XNOR=0.0636, hold crit path type=in -> async, Simple-Gate Area Share=0.173, worst vdd ir=0.000219 V, main flop type=dfrtp_1, setup_tns=-252 ps, register share after synthesis=0.555, Synth cell types=11, top cells by area=dfrtp_1 36%, dfstp_2 19%, a211o_1 6.4%, critical path class=reg -> out, row cnt=21, Slew headroom=0.883, largest net degree at the start of global routing=4, Post-Syn Area=138 µm², CTS Root Cell=clkbuf_4, GPL Wtd Cong=0.613, Post-Route Skew=1.33 ps, Starting DRT DRC Count=24, CP endpoint kind=output pin, Power per Cell Area=1170 mW/mm², DR pass1 iterations=2, ANT nets after route=0, Tcrit/Tclk final=1.23, chip area=0.00640 mm², ys flops=3, WL/cell=5.64 µm, power share of the clock group=0.580, antenna violations before repair=1, share of post-route cells with drive strength above 1=0.500
[how the worst min path moves through the flow]
stage     slack, ps  start            endpoint  depth (start not counted)
4_1_cts         150  reset  state[1]$_DFF_PP0_                          2
5_1_grt         160  reset  state[2]$_DFF_PP0_                          2
6_report        150  reset  state[1]$_DFF_PP0_                          2
[metal layers]
layer  GRT usage  routed length, µm  up-vias
li1            -                  -       70
met5           0                  0        -
met3      0.0250                104        0
met4     0.00528                  0        0
met2      0.0152                145        5
met1      0.0160                162       60
[cell families after synthesis]
group           after synthesis
simple gates                  4
buf+inv                       1
flops                         3
compound gates                3
xor+xnor                      1
[power by group through the flow]
stage	logic (mW)	clock network [mW]	registers (mW)
after CTS	0.0291	0.223	0.122
after global routing	0.0323	0.238	0.122
final	0.0291	0.209	0.122
[area by class of cell]
| class | instances | area (µm²) |
|---|---|---|
| clock buffer | 4 | 26.3 |
| multi-input combinational | 8 | 65.1 |
| inverter | 1 | 3.75 |
| timing repair buffer | 10 | 77.6 |
| sequential | 3 | 76.3 |
| antenna | 1 | 2.50 |
| fill | 407 | 3110 |
| tap | 46 | 57.6 |
[layout by cell type, fill, tap and decap left out]
cell,n
nor3b_1,1
xor2_1,1
dfrtp_1,2
a21o_1,1
buf_2,1
dfstp_2,1
nor2_1,1
a21o_2,1
clkbuf_1,1
clkbuf_4,3
a211o_1,1
diode_2,1
buf_4,6
clkdlybuf4s50_1,1
and2_1,1
dlygate4sd2_1,2
inv_1,1
nor2b_4,1
[critical path, cell delays in order (launching register included)]
cell and delay, ps:
dfrtp_1 380, nor2b_4 130, a21o_2 180, buf_2 110
[repair_timing]
action                                  in CTS  in global routing
gates cloned                                 0                  0
pin swaps                                    1                  0
buffers inserted                             2                  1
gates resized                                7                  0
endpoints found under the setup margin       2                  2
Power and IR drop assume default switching activity.
