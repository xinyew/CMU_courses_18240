[design/flow/design.v]
`default_nettype none
module hw5prob2
  (input  logic hue, value,
   input  logic clock, reset_n,
   output logic water);
  enum {Gold, Red, Blue, Green, Pink} state, nextState;
  always_ff @(posedge clock, negedge reset_n)
    if (~reset_n)
      state <= Red;
    else
      state <= nextState;
  always_comb 
    case (state)
      Gold: nextState = Green;
      Blue: nextState = Blue;
      Pink: if ({hue, value} == 2'b00)
              nextState = Blue;
            else
              nextState = Green;
      Green: nextState = (hue == 1'b1) ? Green : Red;
      default: case ({hue, value})
                 2'b01 : nextState = Gold;
                 2'b10 : nextState = Blue;
                 default : nextState = Pink;
               endcase
    endcase
  assign water = (state == Blue) || (state == Green);
endmodule : hw5prob2
[design/flow/config.mk]
export PLATFORM = sky130hd
export DESIGN_NAME = hw5prob2
export DESIGN_NICKNAME = hw5prob2
export VERILOG_FILES = /design/flow/design.v
export SDC_FILE = /design/flow/constraint.sdc
export NUM_CORES = 4
export LEC_CHECK = 1
export CORE_AREA = 10 10 70 70
export DIE_AREA = 0 0 80 80
[design/flow/run.sh]
#!/bin/bash
# OpenROAD 26Q1-2900-gdf79404cd8, Yosys 0.63+post, stock flow scripts
make -C /OpenROAD-flow-scripts/flow DESIGN_CONFIG=/design/flow/config.mk WORK_HOME=/design/flow/orfs finish
[design/flow/constraint.sdc]
current_design hw5prob2

set clk_period 1.6
set clk_io_pct 0.2

create_clock -name clk0 -period $clk_period [get_ports {clock}]

set non_clock_inputs [all_inputs -no_clocks]
set_input_delay [expr $clk_period * $clk_io_pct] -clock clk0 $non_clock_inputs
set_output_delay [expr $clk_period * $clk_io_pct] -clock clk0 [all_outputs]
==> summary.txt <==
State of the implementation.

- The worst voltage drop across the vdd grid is 476 uV, for reference.
- Per STA, the highest per-stage delay on the worst path measures 0.39 ns.
- The final max-slew violation count recorded for this run is 0.
- The worst pin sits at a relative slew slack of 85.0%.
- The number of buffers and inverters on the critical path is 1, for reference.
- Warnings raised by the tools during the run amount to 27.
- Looking at the clock tree report, the H-tree level count equals 1.
- The end of the worst register-to-register path is state[3]$_DFF_PN0_, for reference.
- The kind of critical path is flip-flop to primary output, for reference.
- Looking at the post-CTS report, the setup buffer insertion count equals 0.
- The pre-antenna-repair detailed-routing pass consisted of 3 iterations.
- Between the synthesized netlist and the finished layout, the area growth was recorded as 55.7%.
- Per the TritonCTS log, the buffer count is 3.
- state holds more flip-flops than any other register.
- The finished cells cover 343 sq um.
- Entering global routing, the biggest net connects 6 pins.
- Per the placement log, port buffering inserted 4 buffers.
- Setup total negative slack on the finished layout was measured at 0 ns.
- The smallest clock period supported by the final layout is computed as 1.49 ns.
- The met2 global-route usage is 1.85%, for reference.
- The nature of the critical path startpoint is a flip-flop, for reference.
- The y dimension of the die is 80 um, for reference.
- Nets still carrying antenna violations after routing amount to 0.
- Yosys reported a register bit count of 5.
- The flip-flop count of the largest register, all copies and words added is 5, for reference.
- In this run the count of I/O pins placed on the die edge is 5.
- The synthesized netlist has a Yosys-reported chip area of 220 sq um.
- The average size of a mapped cell is 12.2 sq um, for reference.
- The cell count after synthesis is 18, for reference.
- Per Yosys stat, the portion of area used by sequential elements is 57.4%.
- On the worst setup and hold paths after CTS, the clock-pin slew comes to 0.04 ns.
- The launch instance of the worst register-to-register path is state[0]$_DFF_PN1_, for reference.
- The floorplan die area is 6400 sq um, for reference.
- In this build the clock could be raised as far as 671 MHz.
- STA classifies the critical path endpoint as a primary output.
- The final worst clock skew is 0.000196 ns, for reference.
- The max capacitance violation total is 0, for reference.
- For met3 alone, demand over resource in global routing was 1.59%.
- The transition at the pin with the smallest max-transition slack is 0.225 ns, for reference.
- Dividing the detail-routed wire length by the instance count gives 6.42 um.
- The hold violation total from the final report is 0, for reference.
- For this run, global-route usage on met1 was measured as 2.35%.
- Detailed routing inserted a total of 154 vias.
- The global router reports that the layer with the highest usage is met1.
- The worst path required time is 1.28 ns, for reference.
- The site row count is 21, for reference.
- Per STA, the worst path accumulates the most delay in the family flip-flops.
- The fraction of final layout cells with drive strength greater than 1 is 19.2%, for reference.
- The routed layout reports a DRC error count of 0.
- The placed instance area is 318 sq um, for reference.
- The final weighted congestion in routability-driven placement is 0.666, for reference.
- The cell area after synthesis is 220 sq um, for reference.
- The count of fill cells added during filler insertion is 397, for reference.
- Of all nets on the critical path, the largest fanout is 3.
- Global routing finished with a remaining overflow of 0.
- At the later pin of the worst-skew pair, clock insertion delay measures 0.24 ns.
- The longest clock path from root to sink contains 2 buffers.
- The tree is rooted in a sky130_fd_sc_hd__clkbuf_4.
- The repair_antennas step left the layout with diodes totalling 0.
- The endpoint arrival time on the critical path is 1.17 ns, for reference.
- The die extent in x is 80 um, for reference.
- The number of cells reported by Yosys stat comes to 18.
- The number of design-rule violations left by the first detailed-router iteration is 1, for reference.
- The final layout contains routed wiring with a total length of 462 um.
- Per STA, the worst path is made up of or2_2, dlygate4sd2_1.
- The analysis attributes to cell leakage a power of 0.000148 uW.
- TritonCTS built the clock tree.
- Per the summary, power density relative to cell area is 954 nW/um^2.
- In the final layout, the registers with the most flip-flops are state x5.
- Summed over all routing layers, the global router reports a total usage of 1.72%.
- At the floorplan stage, the core utilization is reported as 6.45%.
- The first global-routing pass estimated 807 um of wire.
- According to the floorplan report, the placeable core area is 3420 sq um.
- The number of cells traversed by the worst register-to-register path is 1, for reference.
- The total setup violations reported at the end of the flow is 0, for reference.
- The slowest stage of the critical path belongs to the cell sky130_fd_sc_hd__dfrtp_1.
- The number of vias per cell is 2.14, for reference.
- The number of antenna violations at the first check in global routing came to 0.
- The HPWL after detailed placement is 372 um, for reference.
- The count of distinct cell types in the synthesized netlist is 10, for reference.
- The number of clock sinks seen by CTS is 5, for reference.
- The minimum setup slack among reg-to-reg paths is 0.77 ns, for reference.
- The number of global-route vias before repair was 188.
- The run finished with clean final reports.
- The yosys synthesis warning count is 1, for reference.
- Setup repair after global routing left no endpoint under its margin.
- The portion of the clock cycle consumed by the worst path in the final layout is 93.1%, for reference.
- The class of the most critical hold timing path is primary input to async pin, for reference.
[what timing repair did]
action	in CTS	in global routing
hold buffers	0	0
gates resized	1	0
hold endpoints to repair	0	0
endpoints found under the setup margin	1	0
[metal layers]
| metal | wire length, um | share of wire, % |
|---|---|---|
| met4 | 0 | 0 |
| met1 | 267 | 58 |
| met2 | 137 | 30 |
| met5 | 0 | 0 |
| met3 | 57 | 12 |
[layout by cell type, fill, tap and decap left out]
cell / netlist / routed
sky130_fd_sc_hd__a21oi_1: 1 / 1
sky130_fd_sc_hd__a221o_1: 1 / 1
sky130_fd_sc_hd__and2_1: 1 / 1
sky130_fd_sc_hd__clkbuf_1: 0 / 1
sky130_fd_sc_hd__clkbuf_4: 0 / 3
sky130_fd_sc_hd__clkdlybuf4s50_1: 0 / 3
sky130_fd_sc_hd__dfrtp_1: 4 / 4
sky130_fd_sc_hd__dfstp_2: 1 / 1
sky130_fd_sc_hd__dlygate4sd2_1: 0 / 1
sky130_fd_sc_hd__ha_1: 3 / 3
sky130_fd_sc_hd__inv_1: 3 / 3
sky130_fd_sc_hd__nor2b_1: 2 / 2
sky130_fd_sc_hd__o21ai_0: 1 / 1
sky130_fd_sc_hd__or2_2: 1 / 1
[Yosys cell counts]
| master | n | share of area (%) |
|---|---|---|
| sky130_fd_sc_hd__a21oi_1 | 1 | 2.3 |
| sky130_fd_sc_hd__a221o_1 | 1 | 4.5 |
| sky130_fd_sc_hd__and2_1 | 1 | 2.8 |
| sky130_fd_sc_hd__dfrtp_1 | 4 | 45 |
| sky130_fd_sc_hd__dfstp_2 | 1 | 12 |
| sky130_fd_sc_hd__ha_1 | 3 | 17 |
| sky130_fd_sc_hd__inv_1 | 3 | 5.1 |
| sky130_fd_sc_hd__nor2b_1 | 2 | 5.7 |
| sky130_fd_sc_hd__o21ai_0 | 1 | 2.3 |
| sky130_fd_sc_hd__or2_2 | 1 | 2.8 |
[worst max-delay path by stage]
stage / startpoint / to / depth (start not counted)
6_report: state[4]$_DFF_PN0_ / water / 2
5_1_grt: state[4]$_DFF_PN0_ / water / 2
4_1_cts: state[4]$_DFF_PN0_ / water / 2
[logic make-up (layout without fill, tap and decap cells)]
| group | Yosys count | after routing | synth area share [%] |
|---|---|---|---|
| buf+inv | 3 | 11 | 5.11 |
| flops | 5 | 5 | 57.4 |
| fa+ha+maj | 3 | 3 | 17.0 |
| compound gates | 3 | 3 | 9.09 |
| simple gates | 4 | 4 | 11.4 |
[metrics by stage]
step                util (%)  power [uW]  hold slack (ns)  setup WS, ns  std cells
finish                  10.0         327            0.298         0.110         72
global route            10.0         351            0.306        0.0449         72
CTS                     10.0         336            0.292        0.0883         72
detailed placement      9.30         192            0.454        0.0436         68
global placement        9.30         190            0.435        0.0892         68
floorplan                  -         157           0.0244         0.649         18
[cell type report]
| class | count | area, sq um | share of cell area, % |
|---|---|---|---|
| clock buffer | 4 | 26.3 | 7.66 |
| multi-input combinational | 10 | 82.6 | 24.1 |
| sequential | 5 | 126 | 36.9 |
| inverter | 3 | 11.3 | 3.28 |
| timing repair buffer | 4 | 38.8 | 11.3 |
| tap | 46 | 57.6 | 16.8 |
[power by group]
group	internal [uW]	leakage, uW	total [uW]	switching [uW]
sequential	136	0.0000640	140	4.42
combinational	27.4	0.0000689	41.6	14.2
clock	94.2	0.0000150	145	50.9
No activity file was given, so power comes from the tool's default toggle rates.
