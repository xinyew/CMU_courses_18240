===== flow/design.v =====
`default_nettype none
module SevenSegmentDisplay
  (input  logic [3:0] BCD7, BCD6, BCD5, BCD4, BCD3, BCD2, BCD1, BCD0,
   input  logic [7:0] blank,
   output logic [6:0] HEX7, HEX6, HEX5, HEX4, HEX3, HEX2, HEX1, HEX0);
  always_comb begin
    HEX0 = 7'b0000000;
    if (~blank[0])
      case (BCD0)
        4'd0: HEX0 = 7'b0111111;
        4'd1: HEX0 = 7'b0000110;
        4'd2: HEX0 = 7'b1011011;
        4'd3: HEX0 = 7'b1001111;
        4'd4: HEX0 = 7'b1100110;
        4'd5: HEX0 = 7'b1101101;
        4'd6: HEX0 = 7'b1111101;
        4'd7: HEX0 = 7'b0000111;
        4'd8: HEX0 = 7'b1111111;
        4'd9: HEX0 = 7'b1101111;
        default: HEX0 = 7'b0000000;
      endcase
    HEX0 = ~HEX0;
  end
  always_comb begin
    HEX1 = 7'b0000000;
    if (~blank[1])
      case (BCD1)
        4'd0: HEX1 = 7'b0111111;
        4'd1: HEX1 = 7'b0000110;
        4'd2: HEX1 = 7'b1011011;
        4'd3: HEX1 = 7'b1001111;
        4'd4: HEX1 = 7'b1100110;
        4'd5: HEX1 = 7'b1101101;
        4'd6: HEX1 = 7'b1111101;
        4'd7: HEX1 = 7'b0000111;
        4'd8: HEX1 = 7'b1111111;
        4'd9: HEX1 = 7'b1101111;
        default: HEX1 = 7'b0000000;
      endcase
    HEX1 = ~HEX1;
  end
  always_comb begin
    HEX2 = 7'b0000000;
    if (~blank[2])
      case (BCD2)
        4'd0: HEX2 = 7'b0111111;
        4'd1: HEX2 = 7'b0000110;
        4'd2: HEX2 = 7'b1011011;
        4'd3: HEX2 = 7'b1001111;
        4'd4: HEX2 = 7'b1100110;
        4'd5: HEX2 = 7'b1101101;
        4'd6: HEX2 = 7'b1111101;
        4'd7: HEX2 = 7'b0000111;
        4'd8: HEX2 = 7'b1111111;
        4'd9: HEX2 = 7'b1101111;
        default: HEX2 = 7'b0000000;
      endcase
    HEX2 = ~HEX2;
  end
  always_comb begin
    HEX3 = 7'b0000000;
    if (~blank[3])
      case (BCD3)
        4'd0: HEX3 = 7'b0111111;
        4'd1: HEX3 = 7'b0000110;
        4'd2: HEX3 = 7'b1011011;
        4'd3: HEX3 = 7'b1001111;
        4'd4: HEX3 = 7'b1100110;
        4'd5: HEX3 = 7'b1101101;
        4'd6: HEX3 = 7'b1111101;
        4'd7: HEX3 = 7'b0000111;
        4'd8: HEX3 = 7'b1111111;
        4'd9: HEX3 = 7'b1101111;
        default: HEX3 = 7'b0000000;
      endcase
    HEX3 = ~HEX3;
  end
  always_comb begin
    HEX4 = 7'b0000000;
    if (~blank[4])
      case (BCD4)
        4'd0: HEX4 = 7'b0111111;
        4'd1: HEX4 = 7'b0000110;
        4'd2: HEX4 = 7'b1011011;
        4'd3: HEX4 = 7'b1001111;
        4'd4: HEX4 = 7'b1100110;
        4'd5: HEX4 = 7'b1101101;
        4'd6: HEX4 = 7'b1111101;
        4'd7: HEX4 = 7'b0000111;
        4'd8: HEX4 = 7'b1111111;
        4'd9: HEX4 = 7'b1101111;
        default: HEX4 = 7'b0000000;
      endcase
    HEX4 = ~HEX4;
  end
  always_comb begin
    HEX5 = 7'b0000000;
    if (~blank[5])
      case (BCD5)
        4'd0: HEX5 = 7'b0111111;
        4'd1: HEX5 = 7'b0000110;
        4'd2: HEX5 = 7'b1011011;
        4'd3: HEX5 = 7'b1001111;
        4'd4: HEX5 = 7'b1100110;
        4'd5: HEX5 = 7'b1101101;
        4'd6: HEX5 = 7'b1111101;
        4'd7: HEX5 = 7'b0000111;
        4'd8: HEX5 = 7'b1111111;
        4'd9: HEX5 = 7'b1101111;
        default: HEX5 = 7'b0000000;
      endcase
    HEX5 = ~HEX5;
  end
  always_comb begin
    HEX6 = 7'b0000000;
    if (~blank[6])
      case (BCD6)
        4'd0: HEX6 = 7'b0111111;
        4'd1: HEX6 = 7'b0000110;
        4'd2: HEX6 = 7'b1011011;
        4'd3: HEX6 = 7'b1001111;
        4'd4: HEX6 = 7'b1100110;
        4'd5: HEX6 = 7'b1101101;
        4'd6: HEX6 = 7'b1111101;
        4'd7: HEX6 = 7'b0000111;
        4'd8: HEX6 = 7'b1111111;
        4'd9: HEX6 = 7'b1101111;
        default: HEX6 = 7'b0000000;
      endcase
    HEX6 = ~HEX6;
  end
  always_comb begin
    HEX7 = 7'b0000000;
    if (~blank[7])
      case (BCD7)
        4'd0: HEX7 = 7'b0111111;
        4'd1: HEX7 = 7'b0000110;
        4'd2: HEX7 = 7'b1011011;
        4'd3: HEX7 = 7'b1001111;
        4'd4: HEX7 = 7'b1100110;
        4'd5: HEX7 = 7'b1101101;
        4'd6: HEX7 = 7'b1111101;
        4'd7: HEX7 = 7'b0000111;
        4'd8: HEX7 = 7'b1111111;
        4'd9: HEX7 = 7'b1101111;
        default: HEX7 = 7'b0000000;
      endcase
    HEX7 = ~HEX7;
  end
endmodule : SevenSegmentDisplay

===== flow/run.sh =====
#!/bin/bash
# OpenROAD 26Q1-2900-gdf79404cd8, Yosys 0.63+post, stock flow scripts
make -C /OpenROAD-flow-scripts/flow DESIGN_CONFIG=/design/flow/config.mk WORK_HOME=/design/flow/orfs finish

===== flow/config.mk =====
export PLATFORM = sky130hd
export DESIGN_NAME = SevenSegmentDisplay
export DESIGN_NICKNAME = SevenSegmentDisplay
export VERILOG_FILES = /design/flow/design.v
export SDC_FILE = /design/flow/constraint.sdc
export NUM_CORES = 4
export LEC_CHECK = 1
export CORE_AREA = 10 10 90 90
export DIE_AREA = 0 0 100 100

===== flow/constraint.sdc =====
current_design SevenSegmentDisplay

set clk_period 1.6
set clk_io_pct 0.2

create_clock -name clk0 -period $clk_period

set non_clock_inputs [all_inputs -no_clocks]
set_input_delay [expr $clk_period * $clk_io_pct] -clock clk0 $non_clock_inputs
set_output_delay [expr $clk_period * $clk_io_pct] -clock clk0 [all_outputs]

==> job_summary.md <==
### Yosys + OpenROAD results

| Metric | Value |
|---|---|
| Status | `finished clean` |
| Die span in x | `100 microns` |
| Initial core utilization | `28.38%` |
| GR Util All Layers | `11.68%` |
| Die H | `100 microns` |
| Synth top area share | `28.09%` |
| Worst setup path class | `in2out` |
| Post-cts hold-fix buffer tally | `0` |
| Syn. warnings | `1` |
| Comb power frac | `100.0%` |
| Top-count cell post-synth | `ha_1` |
| Crit path DAT | `1.24 ns` |
| Layout clock buffer count | `0` |
| Met2 Use GR | `20.11%` |
| Internal Power | `464.4 uW` |
| Final Util | `57.90%` |
| Grt met3 use | `3.747%` |
| Worst slew margin | `77.43%` |
| Port Buffer Count | `96` |
| Largest net degree at the start of global routing | `10` |
| Sequential element share of the synthesized area | `0%` |
| Routability cong. | `0.8764` |
| Mean number of vias per cell | `4.681` |
| Total negative slack | `0 ns` |
| Setup crit end kind | `output port` |
| Flop pwr share | `0%` |
| Hold Crit Class | `in2out` |
| Gr busiest metal | `met2` |
| Final min period | `1.556 ns` |
| Seq. cell area | `0 sq um` |
| Core ar. | `6277 sq um` |
| Syn Inst Count | `249` |
| First DRT Iteration DRCs | `30` |
| Max-cap check violation count | `0` |
| Final setup fails | `0` |
| Final worst setup slack | `0.04410 ns` |
| Startpoint types | `input pin` |
| Final Hold Viols | `0` |
| Global Route met1 Usage | `14.72%` |
| Max VDD drop | `0.0001353 V` |
| # DRC | `0` |
| Pwr/cell area | `228.4 nW/um^2` |
| Cell area after layout | `3635 sq um` |
| DRT antenna net count | `0` |
| Chip area | `10000 sq um` |
| Yosys chip area | `1782 sq um` |
| Synth area leaders | `ha_1 (28%), a21oi_1 (11%), nand2b_1 (8.4%)` |
| Final std cells w/o fill | `489` |
| N_diodes | `0` |
| Post-synth cell types | `22` |
| CP max FO | `3` |
| Tool Warnings | `65` |
| Static leakage | `1.606 nW` |
| Wire per inst | `13.05 microns` |
| Fmax | `642.7 MHz` |
| Ys cells | `249` |
| Crit share post-route | `97.24%` |
| Net Sw Power | `365.8 uW` |
| Rows | `29` |
| DRT Pass-1 Iters | `4` |
| Clk network pwr share | `0%` |
| Cell type with the largest total area | `ha_1` |
| Overall power | `830.2 uW` |
| Mapped Avg Cell Area | `7.155 sq um` |
| Slew Limit Fails | `0` |
| Seq_cells | `0` |
| DP Wirelength | `4904 microns` |
| WHS | `1.091 ns` |
| Mapped Area | `1782 sq um` |
| Aggregate global routing overflow | `0` |
| Initial antenna violation count | `0` |
| First-pass GRT wire length | `10380 microns` |
| P&R area growth vs syn | `104.0%` |
| Worst-margin pin slew | `0.3385 ns` |
| DP Area | `3211 sq um` |
| Share of layout cells above drive strength 1 | `56.07%` |
| Routed wire length | `6383 microns` |
| Sw Ratio | `44.06%` |
| Top cells by count | `ha_1 (40), a21oi_1 (39), inv_1 (31)` |
| Dpl ws | `-0.6845 ns` |
| Placed cell count | `472` |
| IO Pins | `96` |
| Vias | `2289` |
| Vias in the first global route | `2286` |
| Worst endpoint required time | `1.28 ns` |
logic make-up (layout without fill, tap and decap cells):
family,Yosys count,in the layout,share of synthesized area [%]
compound gates,82,82,25.56
mux,1,1,0.5618
simple gates,80,80,32.23
xor+xnor,7,7,3.441
buf+inv,39,202,10.11
fa+ha+maj,40,40,28.09
worst paths after layout:
path / from / end / slack (ns) / cells after the start
setup / recovery: BCD2[0] / HEX2[5] / 0.04 / 7
hold / removal: BCD5[3] / HEX5[1] / 1.09 / 4
cell type report:
type                       instances  area (sq um)
fill                             535          2643
multi-input combinational        210          2057
timing repair buffer             171          1353
inverter                          31         128.9
tap                               77         96.34
cell usage in the layout, fill, tap and decap left out, types with 2 or more instances in the layout:
| cell type | instances |
|---|---|
| buf_4 | 60 |
| a21oi_1 | 30 |
| xor2_1 | 7 |
| clkdlybuf4s15_2 | 8 |
| o22ai_2 | 4 |
| nor2_2 | 2 |
| buf_6 | 18 |
| o21bai_1 | 9 |
| nand2b_1 | 18 |
| nand2_1 | 2 |
| o21ai_1 | 6 |
| inv_1 | 14 |
| o21ai_4 | 2 |
| clkbuf_2 | 13 |
| nand2b_4 | 12 |
| nor3b_2 | 7 |
| nor2_1 | 14 |
| inv_2 | 12 |
| ha_2 | 14 |
| nor3_2 | 6 |
| dlygate4sd2_1 | 31 |
| a21oi_2 | 9 |
| nor3_1 | 2 |
| clkdlybuf4s15_1 | 13 |
| nor3_4 | 6 |
| nor2b_1 | 6 |
| ha_1 | 11 |
| buf_2 | 27 |
| o21ai_2 | 6 |
| o22ai_1 | 10 |
| ha_4 | 15 |
| inv_4 | 5 |
| o21ai_0 | 4 |
worst max-delay path, cell delays in order:
cell and delay [ns]:
buf_2 0.11, inv_2 0.07, ha_1 0.15, inv_1 0.06, o21ai_0 0.18, a21oi_1 0.09
dlygate4sd2_1 0.25
metal layers:
metal | vias to the layer above | share of wire (%)
li1 | 1175 | -
met1 | 1045 | 45
met2 | 69 | 47
met3 | 0 | 8.8
met4 | 0 | 0
met5 | - | 0
power groups by stage:
stage,registers (mW),logic (mW),clock network [mW]
after CTS,0,0.782,0
after global routing,0,0.921,0
final,0,0.830,0
repair_timing:
item,in CTS,in global routing
pin swaps,55,22
gates resized,311,69
gates cloned,1,0
setup buffers,16,1
setup endpoints to repair,56,38
Power figures rest on the tool's default switching activity, not on a simulated workload.
